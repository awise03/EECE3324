<file path="config.mk">
export PLATFORM = sky130hd
export DESIGN_NAME = regalu
export DESIGN_NICKNAME = regalu
export VERILOG_FILES = /design/flow/design.v
export SDC_FILE = /design/flow/constraint.sdc
export NUM_CORES = 4
export LEC_CHECK = 1
export CORE_UTILIZATION = 40
</file>
<file path="design.v">
`timescale 1ns / 1ps
module alu32 (	input logic [31:0] a, b,
				input logic[2:0] ALUop,
				output logic [31:0] d,
				output logic Cout, V, 
				output logic Z);
    assign Z = (d == 0);
    always_comb  begin  
        Cout = 0;
        V = 1'bx;
        d = 0;   
        case (ALUop)
            3'b000: begin 
                d = a + b;
                V = (a[31] & b[31] & !d[31]) | (!a[31] & !b[31] & d[31]);  
                if(a[31] & b[31] & !d[31]) Cout = 1'b1; end  
            3'b001:
                if(b < 31) d = a << b;  
                else d = a;
            3'b111:
                d = a & b;  
        endcase
  end
endmodule
module alupipe (
    input logic [31:0] RD1, RD2,
    input logic [2:0] INop,
    input logic clk,
    output logic [31:0] WD
);
    logic [31:0] a, b, d;
    logic [2:0] ALUop;
    logic c, v, z;
    register #(32) A (.clk(clk), .D(RD1), .Q(a));
    register #(32) B (.clk(clk), .D(RD2), .Q(b));
    register #(3)  C (.clk(clk), .D(INop), .Q(ALUop));
    register #(32) D (.clk(clk), .D(d), .Q(WD));
    alu32 ALU (
        .a(a), 
        .b(b), 
        .ALUop(ALUop), 
        .d(d),
        .Cout(c), 
        .V(v), 
        .Z(z)
    );
endmodule
module regalu (
    input logic clk,
    input logic [4:0] RR1, RR2, WR,
    input logic [2:0] INop,
    output logic [31:0] RD1, RD2, WD
);
    logic [4:0] WRX, WRM;
    regfile rf (
        .clk(clk),
        .Read1(RR1),
        .Read2(RR2),
        .Write(WRM),
        .WD(WD),
        .RD1(RD1),
        .RD2(RD2)
    );
    register #(5) X (.clk(clk), .D(WR), .Q(WRX));
    register #(5) M (.clk(clk), .D(WRX), .Q(WRM));
    alupipe alu (
        .RD1(RD1),
        .RD2(RD2),
        .INop(INop),
        .clk(clk),
        .WD(WD)
    );
endmodule
`timescale 1ns / 1ps
module regfile (
    input logic clk,
    input logic [4:0] Read1, Read2, Write,
    input logic [31:0] WD,
    output logic [31:0] RD1, RD2
);
    logic [31:0] registers [31:0];
    initial begin
        integer i;
        for (i = 0; i < 32; i = i + 1) begin
            registers[i] = i;
        end
    end
    always_ff @(negedge clk) begin
        if(Write != 5'd0) begin
	       registers[Write] = WD;
        end
    end
    always_ff @(negedge clk) begin
        RD1 = (Read1 == 5'd0) ? 32'd0 : registers[Read1]; 
        RD2 = (Read2 == 5'd0) ? 32'd0 : registers[Read2];
    end
endmodule
module register #(parameter rsize = 32) 
          (input logic clk,
		   input logic [rsize-1:0] D,
		   output logic [rsize-1:0] Q);
    always @(posedge clk) begin
		Q <= D;
    end
endmodule
</file>
<file path="constraint.sdc">
current_design regalu

set clk_period 9.1
set clk_io_pct 0.2

create_clock -name clk0 -period $clk_period [get_ports {clk}]

set non_clock_inputs [all_inputs -no_clocks]
set_input_delay [expr $clk_period * $clk_io_pct] -clock clk0 $non_clock_inputs
set_output_delay [expr $clk_period * $clk_io_pct] -clock clk0 [all_outputs]
</file>
<file path="run.sh">
#!/bin/bash
# OpenROAD 26Q1-2900-gdf79404cd8, Yosys 0.63+post, stock flow scripts
make -C /OpenROAD-flow-scripts/flow DESIGN_CONFIG=/design/flow/config.mk WORK_HOME=/design/flow/orfs finish
</file>
==> summary.txt <==
run results: outcome=completed, count of buffers inserted at the top-level ports=114, pre-placement core utilization=40.4%, Critical Path Slowest Stage Cell=sky130_fd_sc_hd__dfxtp_1, largest fanout on the critical path=2, leading post-synthesis cells by cell area=sky130_fd_sc_hd__edfxtp_1 56%, sky130_fd_sc_hd__mux4_2 27%, sky130_fd_sc_hd__dfxtp_1 6.3%, total congestion overflow after global routing=0, Post-synth top cells=1024 x sky130_fd_sc_hd__edfxtp_1, 664 x sky130_fd_sc_hd__mux4_2, 173 x sky130_fd_sc_hd__dfxtp_1, 139 x sky130_fd_sc_hd__nor2_1, 122 x sky130_fd_sc_hd__clkbuf_1, arrival time at the worst endpoint=6.56 ns, endpoint of the worst-slack reg-to-reg timing path=rf.registers[17][27]$_DFFE_NP_, distinct cell type count after synthesis=80, sum of buffers and inverters on the critical path=1, total of max-cap violations=0, cell area after synthesis=54800 sq um, TritonCTS Sinks=1197, total wirelength of the detailed-routed design=174000 um, fraction of registers with async set/reset=0%, Flops after synth=1197, Rel. slew slack=30.5%, share of layout cells above drive strength 1=27.0%, tool warnings=1027, floorplan die area=139000 sq um, Setup Fix Bufs, Post-CTS=0, Worst Path Required=7.28 ns, fill cell total of the finished layout=10703, Rows=135, antenna-violating nets left=0, Worst Setup Start Kind=flip-flop, share of total power in combinational logic=11.5%, clock share of power=46.3%, Yosys warning total=5, sequential share of power=42.2%, Chip Area, Yosys=54800 sq um, power per standard cell area=228 nW/um^2, per-instance average area after synthesis=19.7 sq um, actual transition at the worst max-transition pin=1.04 ns, maximum number of pins on one net before global-route repair=50, max-slew violation count=0, post-route cell area=68100 sq um, worst setup slack for register-to-register paths=1.90 ns, part of the Yosys area used for sequential elements=62.4%, Slowest Stage Delay on Critical Path=0.70 ns, post-detail-place hpwl=104000 um, insertion delay at the late pin of the worst-skew pair=0.76 ns, number of cells on the worst hold path=0, Root Buffer=sky130_fd_sc_hd__clkbuf_16, vias after detailed routing=34233, Cell Area, Placed=59600 sq um, total of cells resized after clock tree synthesis=0, worst setup margin=0.720 ns, first-iteration detailed-routing DRC count=2387, path length in cells of the critical path=1, Max clock buf depth=3, Tightest Hold Check Type=reg -> reg, proportion of total power due to net switching=29.5%, GRT Total Usage=28.2%, RSZ-0062 raised after global routing=false, top-level port count=115, worst-path cell chain=clkdlybuf4s50_1, capturing element type of the critical path=primary output, area overhead of the layout relative to synthesis=24.1%, Dominant flop cell=sky130_fd_sc_hd__edfxtp_1, CORE AREA=136000 sq um, wire length of the first global-routing pass=251000 um, final setup violation count=0, hold_buf cts=0, number of buffers added by the clock tree synthesis step=136, post-CTS clock slew at the launch and capture registers of the worst setup and hold paths=0.05 ns, HP Start=X.Q[2]$_DFF_P_, DRC Markers=0, top cell family by delay on the critical path=flip-flops, die height=372 um, capture endpoint of the worst hold path=M.Q[2]$_DFF_P_, largest vdd supply drop=0.194 mV, Worst Setup Slack post-DPL=0.452 ns, Horiz. Die Dim=372 um, aggregate negative setup slack=0 ns, classification of the worst setup path=reg -> out, hold violation total from the final report=0, internal power contribution=11.0 mW, number of global-route vias before repair=38691, leakage component of the power=26.8 nW, path depth of the worst reg2reg path=3, most common cell in the synthesized netlist=sky130_fd_sc_hd__edfxtp_1, final routed wire length divided by cell count=28.9 um, clk_skew=0.0390 ns, depth of the CTS H-tree=4, count of mapped cells out of synthesis=2784, routed vias/inst=5.70, count of flip-flops with a built-in enable after synthesis=1024, cell type with the largest total area after synthesis=sky130_fd_sc_hd__edfxtp_1, top-area cell type share of the netlist area=56.1%, count of instantiated cells in the yosys netlist=2784, Net Sw Power=4.59 mW, antenna violations before repair=3, worst r2r src=M.Q[4]$_DFF_P_, clock tree from TritonCTS=yes, Placer Congestion=0.937, length of the first detailed-routing pass in iterations=7
==> power groups by stage <==
stage     sequential, mW  clock, mW  combinational [mW]
6_report            6.57       7.20                1.79
5_1_grt             6.57       8.00                1.94
4_1_cts             6.56       7.39                1.79
==> cell usage in the layout (no fill, tap or decap), drive strengths merged, types with 8 or more instances in the layout <==
master	Yosys	layout
inv	13	1134
edfxtp	1024	1024
mux4	664	664
buf	85	185
dfxtp	173	173
clkbuf	122	153
nor2	140	140
clkdlybuf4s50	0	104
mux2i	99	99
nand2	70	70
o21ai	52	52
a21oi	47	47
ha	32	32
conb	1	32
clkinvlp	0	32
mux2	17	17
nor3	17	17
nand3	15	15
a22oi	13	13
o211ai	13	13
clkinv	0	13
nor4	11	11
a211oi	11	11
xor2	10	10
a31oi	10	10
a21o	10	10
bufinv	0	10
a221oi	8	8
o31ai	8	8
==> cell families (layout without fill, tap and decap cells) <==
kind of cell    Yosys count  in the layout  share of synthesized area [%]
fa+ha+maj                33             33                          0.767
compound gates          221            221                           2.79
xor+xnor                 17             17                          0.271
buf+inv                 220           1631                           1.71
simple gates            315            315                           2.66
mux                     780            780                           29.4
flops                  1197           1197                           62.4
other cells               1             34                        0.00684
==> how the worst max path moves through the flow <==
stage | startpoint | endpoint | slack, ns
after CTS | rf.RD2[12]$_SDFF_NN0_ | RD2[12] | 0.73
after global routing | rf.RD1[15]$_SDFF_NN0_ | RD1[15] | 0.69
final | rf.RD1[10]$_SDFF_NN0_ | RD1[10] | 0.72
==> flip-flops by register name, summed over array words and instances, names as in the netlist <==
signal / flops
alu.B.Q: 32
rf.registers: 1024
alu.C.Q: 3
alu.A.Q: 32
X.Q: 5
rf.RD1: 32
rf.RD2: 32
alu.D.Q: 32
M.Q: 5
==> stage by stage <==
step | utilization (%) | hold slack [ns] | instances | total power [mW]
6_report | 50.1 | 0.332 | 6009 | 15.6
5_1_grt | 50.1 | 0.339 | 6009 | 16.5
4_1_cts | 50.1 | 0.334 | 6007 | 15.7
3_5_place_dp | 43.9 | 0.315 | 4678 | 9.11
3_3_place_gp | 43.9 | 0.319 | 4678 | 9.09
2_1_floorplan | - | 0.310 | 2815 | 8.34
==> final cells by class <==
type / count / area [sq um] / share of cell area [%]
diodes: 2 / 5.00 / 0.00735
clock buffers: 153 / 3650 / 5.36
clock inverters: 1177 / 4850 / 7.13
inverters: 12 / 45.0 / 0.0662
multi-input cells: 1398 / 20100 / 29.5
flip-flops and latches: 1197 / 34200 / 50.3
well taps: 1781 / 2230 / 3.27
repair buffers: 289 / 3030 / 4.45
==> metal layers <==
metal	global-route usage (%)	part of all wire, %	vias up
met1	30.2	30	16772
met3	25.3	19	371
met4	10.2	3.4	20
met5	3.88	0.33	-
met2	39.4	47	2446
li1	-	-	14624
Power and IR drop assume default switching activity.
